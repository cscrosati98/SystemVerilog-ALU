===== /design/flow/design.v =====
module addSubfunc(input logic addSub,
						input logic [5:0] a,b,
					output logic [5:0] z, aOut,bOut,
					output logic overFlow);
		logic [5:0] addZ, subZ;
		logic addOF, subOF;
		addition addTop(.a(a),.b(b),.z(addZ),.overFlow(addOF));
		subtraction subTop(.a(a),.b(b),.z(subZ),.overFlow(subOF));
		always_comb
		begin
		aOut<=a;
		bOut<=b;
			if(addSub==1'b0)
				begin
					z <= addZ;
					overFlow<=addOF;
				end
			else
				begin
					z <= subZ;
					overFlow<=subOF;
				end
		end
endmodule
module addition(input logic [5:0] a,b,
					output logic [5:0] z, 
					output logic overFlow);
	logic [5:0]cin;
	fullAdder z0(.a(a[0]),.b(b[0]),.z(z[0]),.cin(1'b0),.cout(cin[0]));
	fullAdder z1(.a(a[1]),.b(b[1]),.z(z[1]),.cin(cin[0]),.cout(cin[1]));
	fullAdder z2(.a(a[2]),.b(b[2]),.z(z[2]),.cin(cin[1]),.cout(cin[2]));
	fullAdder z3(.a(a[3]),.b(b[3]),.z(z[3]),.cin(cin[2]),.cout(cin[3]));
	fullAdder z4(.a(a[4]),.b(b[4]),.z(z[4]),.cin(cin[3]),.cout(cin[4]));
	fullAdder z5(.a(a[5]),.b(b[5]),.z(z[5]),.cin(cin[4]),.cout(cin[5]));
	assign overFlow = ((a[5] == b[5])&&(z[5]!=a[5]));
endmodule
module fullAdder(input logic a, b, cin, 
						output logic z, cout);
	assign cout = (~cin&a&(b))+(cin&~a&(b))+(cin&a&~(b))+(cin&a&(b));
	assign z = (~a&(b)&~cin)+(a&~(b)&~cin)+(~a&~(b)&cin)+(a&(b)&cin);
endmodule
module subtraction(input logic [5:0] a,b,
					output logic [5:0] z, 
					output logic overFlow);
	logic [5:0] invb;
	assign invb = (b ^ 6'b111111) + 6'b000001;
	addition sub(.a(a),.b(invb),.z(z),.overFlow(overFlow));
endmodule

===== /design/flow/run.sh =====
#!/bin/bash
# OpenROAD 26Q1-2900-gdf79404cd8, Yosys 0.63+post, stock flow scripts
make -C /OpenROAD-flow-scripts/flow DESIGN_CONFIG=/design/flow/config.mk WORK_HOME=/design/flow/orfs finish

===== /design/flow/config.mk =====
export PLATFORM = sky130hd
export DESIGN_NAME = addSubfunc
export DESIGN_NICKNAME = addSubfunc
export VERILOG_FILES = /design/flow/design.v
export SDC_FILE = /design/flow/constraint.sdc
export NUM_CORES = 4
export LEC_CHECK = 1
export CORE_AREA = 10 10 70 70
export DIE_AREA = 0 0 80 80

===== /design/flow/constraint.sdc =====
current_design addSubfunc

set clk_period 5.1
set clk_io_pct 0.2

create_clock -name clk0 -period $clk_period

set non_clock_inputs [all_inputs -no_clocks]
set_input_delay [expr $clk_period * $clk_io_pct] -clock clk0 $non_clock_inputs
set_output_delay [expr $clk_period * $clk_io_pct] -clock clk0 [all_outputs]

==> results.rst <==
Implementation results
======================

.. list-table::
   :header-rows: 1

   * - Metric
     - Value
   * - Drt pass-1 iters
     - 4
   * - Status
     - finished clean
   * - Routed vias/inst
     - 4.47
   * - Most frequent cells after synthesis
     - buf_4, ha_1, xnor2_1
   * - GRT Total Usage
     - under 10%
   * - Warning count from the yosys run
     - 1
   * - Distinct lib cells used
     - 36
   * - RSZ-0062 raised after global routing
     - no
   * - Count of placed standard cells including taps
     - 182
   * - Maximum fanout along the worst path
     - 4
   * - Critical path start-end classification
     - in2out
   * - Port-buffer cells
     - 32
   * - DR iter-0 viols
     - 19
   * - Total power
     - about 0.13 mW
   * - Routed Wire Length
     - ~2100 microns
   * - Leakage power
     - 0.569 nW
   * - Main area contributors
     - ha_1, buf_4, xnor2_1, xor2_1, fa_1
   * - Horizontal die dimension
     - ~80 microns
   * - Seq Cell Count
     - 0
   * - Number of warnings in the stage logs
     - ~40
   * - Final-layout clock buffer total
     - 0
   * - Global-route wire length before repair
     - 3590 microns
   * - Hold Path Stages
     - 2
   * - Cells traversed along the worst timing path
     - dlymetal6s2s_1, inv_1, ha_4, nand2b_1, mux2i_1, a32oi_2, fa_2, fa_2, fa_2, mux2i_4, xnor2_1, nand3_1, o41ai_2, buf_2
   * - Die area
     - roughly 0.0064 sq mm
   * - Syn-to-layout area delta
     - 45.2%
   * - Number of global-route vias before repair
     - roughly 770
   * - Wirelength per Cell
     - around 12 microns
   * - Cell Area, Synth
     - 861 sq um
   * - Number of max-slew violations in the final report
     - 0
   * - Total I/O pin count
     - 32
   * - FF/Latch Area
     - 0 sq um
   * - Number of antenna violations at the first check in global routing
     - 0
   * - Share of the clock period used by the worst path
     - between 90 and 100%
   * - Vertical die dimension
     - 80 microns
   * - Leftover overflow at the end of global routing
     - 0
   * - Standard cell with the maximum stage delay on the critical path
     - fa_2
   * - Minimum setup slack after placement
     - -0.397 ns
   * - Syn Area/Cell
     - 7.69 sq um
   * - Crit-path most repeated cell
     - fa_2
   * - Startpoint type of the worst setup path
     - primary input
   * - Most used standard cell by instance count after synthesis
     - buf_4
   * - Pin count of the biggest net entering global routing
     - 11
   * - Post-synthesis chip area from yosys
     - between 800 and 900 sq um
   * - Pin slew with the least headroom to its limit
     - around 0.4 ns
   * - Cell area power density
     - around 100 mW/mm^2
   * - Core box area
     - between 0.003 and 0.004 sq mm
   * - Synth area leader
     - ha_1
   * - Share of post-route cells with drive strength above 1
     - 19.1%
   * - Count of antenna diodes in the layout
     - 0
   * - Top-area cell type share of the netlist area
     - roughly 16%
   * - Worst slew margin
     - between 70 and 80%
   * - Required @ worst endpoint
     - 4.08 ns
   * - Arrival time reported for the critical path endpoint
     - approximately 3.7 ns
   * - Minimum period implied by the final worst setup slack
     - about 4.8 ns
   * - Number of standard cells in the layout, taps in and fillers out
     - ~180
   * - Pre-Place Util
     - ~25%
   * - Fin util
     - between 30% and 40%
   * - Classification of the worst-slack hold path
     - in2out
   * - Crit. End Element
     - primary output
   * - Detailed Place HPWL
     - 1770 microns
   * - Highest Clock Rate
     - 211 MHz
   * - Antenna violation net count after detailed routing
     - 0
   * - Crit path setup slack, layout
     - approximately 0.35 ns
   * - Via total after detailed routing
     - a little over 800
   * - Final setup violation count
     - 0
   * - Max-cap check violation count
     - 0
   * - Hold violation count in the final report
     - 0
   * - Total DRC errors in the routed layout
     - 0
   * - Global placer's final weighted congestion
     - about 0.86
   * - Proportion of synthesized chip area in sequential cells
     - 0%
   * - Total of fill cells in the finished design
     - between 300 and 400
   * - Gate Count Post-Synth
     - 112
   * - Post-CTS setup buffer count
     - 0
   * - Maximum resistive drop on vdd
     - approximately 0.000046 V
   * - Peak per-stage delay on the critical path
     - between 0.4 and 0.5 ns
   * - Number of standard-cell rows in the floorplan
     - 21
   * - Count of instantiated cells in the yosys netlist
     - about 110
==> per-layer routing <==
| layer | vias to the layer above | share of wire, % | track usage [%] |
|---|---|---|---|
| met3 | 0 | 10 | 1.93 |
| met5 | - | 0 | 0 |
| met1 | 367 | 44 | 9.02 |
| met4 | 0 | 0 | 0 |
| li1 | 421 | - | - |
| met2 | 25 | 46 | 10.3 |
==> final cells by class <==
type / count / area [sq um] / share of cell area [%]
tap: 46 / 57.6 / 4.60
timing repair buffer: 44 / 410 / 32.8
multi-input combinational: 83 / 748 / 59.9
inverter: 9 / 33.8 / 2.70
==> cells by family (layout without fill, tap and decap cells) <==
| logic type | count (synthesis) | in the layout | share of synthesized area, % |
|---|---|---|---|
| simple gates | 27 | 27 | 15.7 |
| mux | 4 | 4 | 4.65 |
| buf+inv | 29 | 53 | 19.2 |
| compound gates | 21 | 21 | 20.2 |
| fa+ha+maj | 14 | 14 | 23.0 |
| xor+xnor | 17 | 17 | 17.3 |
==> worst paths after layout <==
kind	slack, ns	startpoint	endpoint
setup / recovery	0.35	b[0]	overFlow
hold / removal	2.61	a[0]	aOut[0]
==> cell usage in the layout (no fill, tap or decap), types with 2 or more instances in the layout <==
master / instances
nor3_1: 3
nand3_1: 2
o21ai_0: 2
fa_2: 3
xor2_1: 7
dlymetal6s2s_1: 3
ha_1: 9
inv_1: 8
a21oi_1: 2
nor2_1: 6
nor4_1: 2
nand2_1: 9
a211oi_2: 2
xnor2_1: 10
buf_4: 12
dlygate4sd2_1: 2
mux2i_1: 3
clkdlybuf4s50_1: 26
==> per-stage QoR <==
stage	cell area, sq um	TNS [ns]	hold slack [ns]
CTS	1220	-0.0436	2.93
finish	1250	0	2.61
floorplan	861	0	2.11
global placement	1200	-0.817	2.94
detailed placement	1200	-0.808	2.93
global route	1250	0	2.65
==> critical path, delay by kind of cell <==
family / cells / cell delay [ns]
fa+ha+maj: 4 / 1.51
buf+inv: 3 / 0.36
compound gates: 2 / 0.15
xor+xnor: 1 / 0.17
mux: 2 / 0.36
simple gates: 2 / 0.16
==> what timing repair did <==
item,in CTS,in global routing
endpoints found under the setup margin,3,1
gates resized,9,11
pin swaps,2,5
hold buffers,0,0
==> report_power, final <==
group | total [mW] | switching (mW) | internal (mW)
logic | 0.128 | 0.0534 | 0.0742
registers | 0 | 0 | 0
clock network | 0 | 0 | 0
No activity file was given, so power comes from the tool's default toggle rates.
