==> flow/design.v <==
module memory(input logic [14:0] data, 
					input logic [3:0] w_addr, r_addr, 
					input logic wen, ren, clock,
					output logic [14:0] q);
logic [14:0] mem [7:0];  
initial begin
	for (int i=0; i<8;i++) begin
		mem[i]= i[14:0];
	end
end
always_ff @(posedge clock)
	begin
	if (wen)
		mem[w_addr] <= data; 
	if (ren)
		q <= mem[r_addr]; 
	end
endmodule
==> flow/run.sh <==
#!/bin/bash
# OpenROAD 26Q1-2900-gdf79404cd8, Yosys 0.63+post, stock flow scripts
make -C /OpenROAD-flow-scripts/flow DESIGN_CONFIG=/design/flow/config.mk WORK_HOME=/design/flow/orfs finish
==> flow/config.mk <==
export PLATFORM = sky130hd
export DESIGN_NAME = memory
export DESIGN_NICKNAME = memory
export VERILOG_FILES = /design/flow/design.v
export SDC_FILE = /design/flow/constraint.sdc
export NUM_CORES = 4
export LEC_CHECK = 1
export CORE_UTILIZATION = 30
==> flow/constraint.sdc <==
current_design memory

set clk_period 2.5
set clk_io_pct 0.2

create_clock -name clk0 -period $clk_period [get_ports {clock}]

set non_clock_inputs [all_inputs -no_clocks]
set_input_delay [expr $clk_period * $clk_io_pct] -clock clk0 $non_clock_inputs
set_output_delay [expr $clk_period * $clk_io_pct] -clock clk0 [all_outputs]
==> Slide: Implementation Results <==
Key Metrics from the Run

Cells and area
  – Most numerous logic cell after layout: edfxtp_1
  – FF/Latch Area: 0.00405 mm2
  – Logic area: roughly 0.0010 mm2
  – Final cell count without fillers: just under 500
  – Area grow syn2layout: 24.0%
  – Fraction of layout cells with a size suffix above 1: 0.188
  – Fillers: 1440
  – Final design utilization: 0.382
  – Top Layout Cells: edfxtp_1, clkdlybuf4s50_1, mux4_1, clkbuf_16, mux2_2

Floorplan
  – Standard-cell rows: around 47
  – Core Region: around 0.017 mm2
  – Chip area: 0.0176 mm2
  – I/O pin count: 41
  – Chip Width: 133 um
  – Fp util: 0.308
  – Die H: about 130 um

Run status
  – Status: complete, no violations

Power
  – Leak pwr: ~2.1 nW
  – NetSw: 0.904 mW
  – Sw Ratio: 0.183
  – Pwr/cell area: 780 mW/mm2
  – Clock share of power: 0.420
  – Combinational power share: 0.054
  – Flop pwr share: 0.526
  – Pint: ~4.0 mW
  – Peak supply drop: 0.000477 V

Timing
  – Shortest period the worst path allows: 2010 ps
  – Worst Max-Slew Pin Slew: 282 ps
  – Clock Skew: 7.86 ps
  – Final period utilization: 0.804
  – Max_slew headroom: 0.812
  – Max-slew violation count: 0
  – Final hold vios: 0
  – RSZ-0062 raised after global routing: no
  – Max Freq: 497 MHz
  – TNS Setup: 0 ps
  – Finish-stage setup viols: 0

Clocking
  – Root buffer cell: clkbuf_16
  – Clock Path Buffers: 2
  – Post-CTS sizing: 0
  – Clock slew at reported path FFs: 50 ps
  – # Post-CTS Setup Buffers: 0
  – TritonCTS clock tree: built
  – # hold bufs at CTS: 0
  – CTS Sinks: 135
  – Clk latency of the worst-skew pair: between 300 and 400 ps
  – CTS H-tree lvls: 4
  – CTS buffer count: 17

Global routing
  – Largest net degree at the start of global routing: 31
  – Overflow after GRT: 0
  – Number of global-route vias before repair: 2411
  – First-pass GRT wire length: 13200 um
  – Antenna violations before repair: 0
  – Global Route Usage Sum: 0.111

Logic synthesis
  – Yosys Chip Area: ~0.0051 mm2
  – YS warnings: 1
  – Syn avg cell area: between 20 and 30 um2
  – Top cells by area, synth: edfxtp_1, mux4_1, mux2_2, buf_6, nor2_1
  – Yosys cell count: 201
  – Leading area contributor after synthesis: edfxtp_1
  – Count of cell types in the netlist: 11
  – Synth Seq Share: 0.791
  – Mapped cell area: 0.00512 mm2
  – Mapped Cells: 201
  – Synth flops: 135
  – Post-synth top area share: 0.791

Critical path
  – Buf/Inv on CP: 2
  – Worst r2r path cells: 2
  – Stages on the worst setup path: 4
  – Worst Path Required: around 2600 ps
  – Worst setup path end: q[7]
  – R2R Setup Slk: 1080 ps
  – Setup crit start: r_addr[0]
  – FF-to-FF End: q[12]
  – RR Startpoint: mem[1][12]
  – Critical Path End Type: flip-flop
  – Crit-path max cell delay: about 600 ps
  – Kind of critical path: in -> reg
  – Worst-path cell chain: clkdlybuf4s50_1 -> buf_12 -> mux4_1 -> mux2_2
  – CP Max Fanout: 30
  – Crit-path leading delay family: multiplexers
  – Critical-path top delay cell: mux4_1
  – Nature of the critical path startpoint: primary input
  – WP data arrival: 2150 ps

Drt
  – Wire per inst: about 17 um
  – Routed WL: 8570 um
  – Vias after detailed routing: 2188
  – Vias/cell: roughly 4.5
  – Pre-Repair DR Iteration Count: 4
  – Detail Route Antenna Nets: 0
  – DRC: 0
  – Drt first-iter violations: 176
  – ANT cells: 0

Run
  – Max-cap violation count: 0
  – OpenROAD warning count: 27

Min path
  – Worst min-delay path class: reg -> reg

Placement
  – Routability congestion estimate: 0.708
  – PortBufs: 38
  – Placed insts: 464
  – Detailed Place HPWL: around 4700 um
==> area by class of cell <==
cell class	instances	area share
multi-input cells	58	0.162
well taps	220	0.0433
repair buffers	51	0.0792
flip-flops and latches	135	0.638
clock inverters	10	0.0106
clock buffers	17	0.0670
==> worst min-delay path, cell delays in order, from the launching register on <==
cell,delay [ps]
edfxtp_1,310
mux4_1,200
mux2_2,130
==> synth_stat cells <==
cell type and n:
nor3_1 2, buf_6 3, mux2_2 15, clkbuf_2 1, nor2_1 6, buf_1 1, mux4_1 30, nand2_1 2
clkbuf_1 3, nand2b_1 3, edfxtp_1 135
==> power by group through the flow <==
stage         Sequential, mW  Clock (mW)  Combinational [mW]
finish                  2.61        2.08               0.266
global route            2.61        2.25               0.290
CTS                     2.61        2.13               0.274
==> through the flow <==
step | setup slack, ps | hold slack, ps | power (mW) | area [um2]
2_1_floorplan | 348 | 599 | 2.77 | 5120
3_3_place_gp | 79.7 | 727 | 2.91 | 5860
6_report | 490 | 745 | 4.95 | 6350
3_5_place_dp | 68.7 | 736 | 2.92 | 5860
5_1_grt | 446 | 777 | 5.15 | 6350
4_1_cts | 491 | 752 | 5.01 | 6350
==> sequential cells by signal (all words and copies together) (netlist names) <==
register,cells
q,15
mem,120
==> cell families (layout without fill, tap and decap cells) <==
| family | after synthesis | after routing | synth area share |
|---|---|---|---|
| buf+inv | 8 | 78 | 0.0105 |
| flops | 135 | 135 | 0.791 |
| mux | 45 | 45 | 0.187 |
| simple gates | 13 | 13 | 0.0115 |
==> how the worst min path moves through the flow <==
stage / from / end / cells after the start
finish: mem[7][3] / q[3] / 2
CTS: mem[7][3] / q[3] / 2
global route: mem[2][2] / q[2] / 2
==> per-layer routing <==
layer | routed length, um | up-vias | GRT usage | part of all wire
met5 | 0 | - | 0 | 0
met4 | 46 | 0 | 0.0134 | 0.0054
met3 | 944 | 4 | 0.0715 | 0.11
met2 | 4330 | 100 | 0.178 | 0.51
met1 | 3250 | 1079 | 0.134 | 0.38
li1 | - | 1005 | - | -
Power figures rest on the tool's default switching activity, not on a simulated workload.
